[flow/config.mk]
export PLATFORM = sky130hd
export DESIGN_NAME = DataMem
export DESIGN_NICKNAME = DataMem
export VERILOG_FILES = /design/flow/design.v
export SDC_FILE = /design/flow/constraint.sdc
export NUM_CORES = 4
export LEC_CHECK = 1
export CORE_UTILIZATION = 50
[flow/constraint.sdc]
current_design DataMem

set clk_period 19.8
set clk_io_pct 0.2

create_clock -name clk0 -period $clk_period [get_ports {clk}]

set non_clock_inputs [all_inputs -no_clocks]
set_input_delay [expr $clk_period * $clk_io_pct] -clock clk0 $non_clock_inputs
set_output_delay [expr $clk_period * $clk_io_pct] -clock clk0 [all_outputs]
[flow/design.v]
`timescale 1ns/1ps
module DataMem #(
    parameter WIDTH_ADDR = 8,
    parameter Data_WIDTH = 32
)(
    input                       clk, rst_n 
,   input                       MemWrite
,   input   [Data_WIDTH - 1:0]  addr
,   input   [Data_WIDTH - 1:0]  data_in
,   input   [2:0]               StoreSrc
,   output  [Data_WIDTH - 1:0]  rd
);
    reg [Data_WIDTH - 1:0] mem [0:(1 << WIDTH_ADDR) - 1];
    reg [Data_WIDTH - 1:0] OutMem;
    wire [WIDTH_ADDR-1:0] word_idx;
    wire [1:0]            mode;
    wire [1:0]            offset;
    wire                  is_unsigned;
    assign word_idx    = addr[WIDTH_ADDR+1 : 2]; 
    assign offset      = addr[1:0];
    assign mode        = StoreSrc[1:0];  
    assign is_unsigned = StoreSrc[2];
    integer i;
    always @(posedge clk or negedge rst_n) begin
        if (~rst_n) begin
            for(i = 0 ; i < (1 << WIDTH_ADDR); i = i + 1'b1) begin
                mem[i] <= 32'd0;
            end 
        end
        else begin
            if (MemWrite) begin
                case(mode)
                2'b00: mem[word_idx] <= data_in; 
                2'b01: begin
                    case(offset)
                        2'b00: mem[word_idx][7:0]   <= data_in[7:0];
                        2'b01: mem[word_idx][15:8]  <= data_in[7:0];
                        2'b10: mem[word_idx][23:16] <= data_in[7:0];
                        2'b11: mem[word_idx][31:24] <= data_in[7:0];
                    endcase
                end 
                2'b10: begin
                    if(offset[1] == 1'b0)
                        mem[word_idx][15:0]  <= data_in[15:0];
                    else
                        mem[word_idx][31:16] <= data_in[15:0];
                end 
                endcase
            end
        end 
    end
    reg [7:0]  b_val;
    reg [15:0] h_val;
    always @(*) begin
        case(mode)
            2'b00: OutMem = mem[word_idx];
            2'b01: begin
                case(offset)
                    2'b00: b_val = mem[word_idx][7:0];
                    2'b01: b_val = mem[word_idx][15:8];
                    2'b10: b_val = mem[word_idx][23:16];
                    2'b11: b_val = mem[word_idx][31:24];
                endcase
                OutMem = is_unsigned ? {24'd0, b_val} : {{24{b_val[7]}}, b_val};
            end 
            2'b10: begin
                if(offset[1] == 1'b0)
                    h_val = mem[word_idx][15:0];
                else
                    h_val = mem[word_idx][31:16];
                OutMem = is_unsigned ? {16'd0, h_val} : {{16{h_val[15]}}, h_val};
            end
            default: OutMem = mem[word_idx];
        endcase
    end 
    assign rd = OutMem;
endmodule 
[flow/run.sh]
#!/bin/bash
# OpenROAD 26Q1-2900-gdf79404cd8, Yosys 0.63+post, stock flow scripts
make -C /OpenROAD-flow-scripts/flow DESIGN_CONFIG=/design/flow/config.mk WORK_HOME=/design/flow/orfs finish
==> summary.log <==
[global_routing] wire length of the first global-routing pass 3790000 um
[global_routing] Global Route Usage Sum 86.3%
[synth] Syn Area/Cell 10.2 um^2
[synth] gate count after technology mapping 34.2k
[placed_design] count of buffers inserted at the top-level ports 79
[synth] share of synthesized area occupied by flip-flops and latches 58.7%
[clock_tree] buffers inserted by post-CTS timing repair 0
[die] I/O pins 102
[placed_design] cell area reported after detailed placement 376000 um^2
[clock_tree] clk sinks 8192
[synth] Post-synth EDFFs 0
[die] Die Y 838 um
[die] share of the core filled by cells before placement 50.2%
[outcome] run status aborted with a tool error
[synth] yosys cell count 34.2k
[die] number of placement rows 306
[global_routing] Overflow after GRT 76
[outcome] step where the flow halted global routing (5_1_grt)
[global_routing] number of global-route vias before repair 369k
[clock_tree] number of buffers between clock root and the deepest sink 4
[die] die outline width 838 um
[synth] number of register bits inferred by synthesis 8192
[synth] top_reg_cell synth sky130_fd_sc_hd__dfrtp_1
[synth] Yosys Chip Area 349000 um^2
[placed_design] Post-DP HPWL 1960000 um
[clock_tree] cts-stage hold buffer count 0
[clock_tree] cts bufs inserted 860
[synth] unique cell type count in the Yosys netlist 94
[synth] area of the mapped netlist 349000 um^2
[outcome] tool error message [ERROR GRT-0116] Global routing finished with congestion. Check the congestion regions in the DRC Viewer.
[synth] post-synthesis async set-or-reset flop share 100%
[placed_design] number of cells in the design after placement 43.4k
[synth] Yosys warning total 2
[global_routing] maximum number of pins on one net before global-route repair 138
[placed_design] routability cong. 1.30
[clock_tree] post-cts sizing count 0
[clock_tree] H-tree Lvls 6
[clock_tree] cell at the root of the clock tree sky130_fd_sc_hd__clkbuf_16
## synthesized netlist by cell type, types with 65 or more instances
cell / number / area (um^2)
sky130_fd_sc_hd__a21oi_1: 2238 / 11200
sky130_fd_sc_hd__a221oi_1: 117 / 1020
sky130_fd_sc_hd__mux2_2: 2118 / 23900
sky130_fd_sc_hd__a32oi_1: 99 / 867
sky130_fd_sc_hd__a222oi_1: 138 / 1380
sky130_fd_sc_hd__clkbuf_1: 2312 / 8680
sky130_fd_sc_hd__a22o_1: 379 / 3320
sky130_fd_sc_hd__o21ai_1: 257 / 1290
sky130_fd_sc_hd__nand3_1: 392 / 1960
sky130_fd_sc_hd__and3_1: 173 / 1080
sky130_fd_sc_hd__a2111oi_0: 65 / 569
sky130_fd_sc_hd__dfrtp_1: 8192 / 205000
sky130_fd_sc_hd__buf_2: 346 / 1730
sky130_fd_sc_hd__a22oi_1: 2928 / 22000
sky130_fd_sc_hd__mux2i_1: 67 / 671
sky130_fd_sc_hd__nand2_1: 5266 / 19800
sky130_fd_sc_hd__o21ai_0: 4173 / 20900
sky130_fd_sc_hd__nor2_1: 3000 / 11300
sky130_fd_sc_hd__nor4_1: 217 / 1360
sky130_fd_sc_hd__buf_1: 284 / 1070
sky130_fd_sc_hd__nor3_1: 182 / 911
sky130_fd_sc_hd__nand4_1: 384 / 2400
sky130_fd_sc_hd__o22ai_1: 206 / 1290
## metal layers
layer	overflow	global-route usage, %
met5	1	73.9
met4	25	80.4
met3	15	83.7
met2	27	91.6
met1	8	86.8
## cell families after synthesis
kind of cell | synth area share [%]
AND-OR/OR-AND | 19.1
XOR/XNOR | 0.00251
adder cells (fa/ha/maj) | 0.0143
buffers and inverters | 3.39
flip-flops | 58.7
multiplexers | 7.03
AND/OR/NAND/NOR | 11.8
## metrics by stage
step	hold WS [ps]	worst slack (ps)
2_1_floorplan	442	9030
3_3_place_gp	455	3690
3_5_place_dp	462	3700
4_1_cts	476	3690
