<file path="design/flow/config.mk">
export PLATFORM = sky130hd
export DESIGN_NAME = cache_replacement
export DESIGN_NICKNAME = cache_replacement
export VERILOG_FILES = /design/flow/design.v
export SDC_FILE = /design/flow/constraint.sdc
export NUM_CORES = 4
export LEC_CHECK = 1
export CORE_UTILIZATION = 30
</file>
<file path="design/flow/constraint.sdc">
current_design cache_replacement

set clk_period 2.3
set clk_io_pct 0.2

create_clock -name clk0 -period $clk_period [get_ports {clk}]

set non_clock_inputs [all_inputs -no_clocks]
set_input_delay [expr $clk_period * $clk_io_pct] -clock clk0 $non_clock_inputs
set_output_delay [expr $clk_period * $clk_io_pct] -clock clk0 [all_outputs]
</file>
<file path="design/flow/design.v">
`timescale 1ns/1ps
module PIM #(    
    parameter ADDR_WIDTH = 10,
    parameter DATA_WIDTH = 3
)(
    input       clk
,   input                           we
,   input       [ADDR_WIDTH-1:0]    read_addr
,   input       [ADDR_WIDTH-1:0]    write_addr
,   input       [DATA_WIDTH-1:0]    plru_in
,   output      [DATA_WIDTH-1:0]    plru_out
);
    localparam DEPTH = 1 << ADDR_WIDTH;
    reg [DATA_WIDTH-1:0] pim [0:DEPTH-1];
    integer i;
    initial begin
    for (i = 0; i < DEPTH; i = i + 1) begin
            pim[i] = {DATA_WIDTH{1'b0}};
        end
    end
    always @(posedge clk) begin
        if (we) begin
            pim[write_addr]  <= plru_in;
        end 
    end 
    assign plru_out = pim[read_addr];
endmodule
`timescale 1ns/1ps
module cache_replacement #(
    parameter N_WAYS    = 4,
    parameter N_LINES   = 16,
    parameter N_WAYS_W  = $clog2(N_WAYS),
    parameter N_LINES_W = $clog2(N_LINES)
)(
    input                   clk
,   input                   rst_n
,   input                   we
,   input   [N_WAYS-1:0]    way_hit
,   input   [N_LINES_W-1:0] read_addr
,   input   [N_LINES_W-1:0] write_addr
,   output  [N_WAYS-1:0]    way_select
);
    wire [N_WAYS-1:1] tree_in, tree_out;
    wire [N_WAYS_W:0] node_id [1:N_WAYS_W];
    assign node_id[1] = (tree_out[1]) ? 3'd3 : 3'd2;
    assign node_id[2] = (tree_out[node_id[1]]) ? ((node_id[1] << 1) + 1'd1) : (node_id[1]<<1);
    plru plru_update1(
        .clk        (clk)
    ,   .rst_n      (rst_n)
    ,   .prev_bit   (tree_out[1])
    ,   .left_hit   (|way_hit[1:0])
    ,   .right_hit  (|way_hit[3:2])
    ,   .plru_bit   (tree_in[1])
    );
    plru plru_update2(
        .clk        (clk)
    ,   .rst_n      (rst_n)
    ,   .prev_bit   (tree_out[2])
    ,   .left_hit   (way_hit[0])
    ,   .right_hit  (way_hit[1])
    ,   .plru_bit   (tree_in[2])
    );
    plru plru_update3(
        .clk        (clk)
    ,   .rst_n      (rst_n)
    ,   .prev_bit   (tree_out[3])
    ,   .left_hit   (way_hit[2])
    ,   .right_hit  (way_hit[3])
    ,   .plru_bit   (tree_in[3])
    );
    PIM #(
        .ADDR_WIDTH(N_LINES_W),
        .DATA_WIDTH(N_WAYS-1)
    ) Policy_info_Memory (
        .clk        (clk)
    ,   .we         (we)
    ,   .read_addr  (read_addr)
    ,   .write_addr (write_addr)
    ,   .plru_in    (tree_in)
    ,   .plru_out   (tree_out)
    );
	wire [N_WAYS_W-1:0]	way_select_bin  = node_id[2][1:0];
    assign              way_select      = ({{(N_WAYS-1){1'b0}}, 1'b1} << way_select_bin);
endmodule
`timescale 1ns/1ps
module plru(
    input       clk
,   input       rst_n
,   input       prev_bit
,   input       left_hit
,   input       right_hit
,   output reg  plru_bit
);
    always @(posedge clk or negedge rst_n) begin
        if (!rst_n) begin
            plru_bit <= 1'b0;
        end
        else begin
            case({left_hit, right_hit})
                2'b10: begin     
                    plru_bit <= 1'b1;
                end 
                2'b01: begin     
                    plru_bit <= 1'b0;
                end 
                default: begin
                    plru_bit <= prev_bit;
                end 
            endcase    
        end   
    end
endmodule
</file>
<file path="design/flow/run.sh">
#!/bin/bash
# OpenROAD 26Q1-2900-gdf79404cd8, Yosys 0.63+post, stock flow scripts
make -C /OpenROAD-flow-scripts/flow DESIGN_CONFIG=/design/flow/config.mk WORK_HOME=/design/flow/orfs finish
</file>
==> load_flow_metrics.sql <==
-- physical implementation figures
INSERT INTO impl_metrics (metric_group, metric, value, unit) VALUES
('pwr', 'share_seq_of_total_power', '60.9', '%'),
('pwr', 'final_power', '1.80', 'mW'),
('clock_network', 'clk_pin_slew_worst_paths', '90', 'ps'),
('clock_network', 'cts_tree', 'yes', ''),
('run_status', 'failed_checks', 'negative setup slack', ''),
('global_route', 'gr-total-overflow', '0', ''),
('sta', 'timing.final.crit_share', '106', '%'),
('synth', 'syn-instance-count', '124', ''),
('final_layout', 'layout.filler_cells', '634', ''),
('synth', 'top_post_synthesis_cells_by_count', 'sky130_fd_sc_hd__edfxtp_1, sky130_fd_sc_hd__nor2_1, sky130_fd_sc_hd__mux2_2, sky130_fd_sc_hd__o22ai_1', ''),
('sta', 'fin_ws', '-132', 'ps'),
('synth', 'syn-cell-area', '2190', 'µm²'),
('placement', 'place.gp.congestion', '0.766', ''),
('min_path', 'hold_wc_path_type', 'in2async', ''),
('die', 'fp.dieH', '87.4', 'µm'),
('global_route', 'grt_pass1_vias', '1321', ''),
('pwr', 'ir_drop', '0.339', 'mV'),
('global_route', 'antenna_found_initial', '0', ''),
('run_status', 'run_status', 'finished, violations left', ''),
('run', 'cap_viol_max_count', '0', ''),
('critical_path', 'startpoint_type', 'primary input', ''),
('placement', 'dp_hpwl', '2690', 'µm'),
('pwr', 'p_sw', '0.408', 'mW'),
('synth', 'yosysTopAreaCell', 'sky130_fd_sc_hd__edfxtp_1', ''),
('detailed_routing', 'antenna-diode-count', '0', ''),
('synth', 'synth.area.top_cells', 'sky130_fd_sc_hd__edfxtp_1, sky130_fd_sc_hd__mux4_1, sky130_fd_sc_hd__mux2_2, sky130_fd_sc_hd__mux4_2, sky130_fd_sc_hd__dfrtp_1', ''),
('pwr', 'power_density', '657', 'nW/µm²'),
('global_route', 'first_pass_grt_wire_length', '6350', 'µm'),
('pwr', 'power.leakage', '0.947', 'nW'),
('synth', 'yosys_cells', '124', ''),
('detailed_routing', 'route.detailed.vias_per_inst', '4.68', ''),
('detailed_routing', 'iter_0_drt_violations', '93', ''),
('placement', 'pre_cts_slack', '-853', 'ps'),
('critical_path', 'setup.worst_path.end_class', 'primary output', ''),
('clock_network', 'cts-hold-fix-buffers', '0', ''),
('critical_path', 'criticalPathCategory', 'in2out', ''),
('sta', 'fin_worst_hold_slack', '331', 'ps'),
('final_layout', 'mi_logic_area', '631', 'µm²'),
('sta', 'drv_slew', '0', ''),
('global_route', 'global_routing_usage_summed_across_all_routing_layers', '12.0', '%'),
('sta', 'setup_total_negative_slack', '-275', 'ps'),
('pwr', 'power.combinational.fraction', '10.8', '%'),
('sta', 'finClkSkew', '2.50', 'ps'),
('synth', 'synth.yosys.chip_area', '2190', 'µm²'),
('clock_network', 'numCtsBuffers', '5', ''),
('detailed_routing', 'vias', '1221', ''),
('final_layout', 'drive_gt1_share', '35.2', '%'),
('sta', 'unrepaired_setup_endpoints_after_global_routing', 'yes', ''),
('critical_path', 'cp.arrival', '1970', 'ps'),
('die', 'die_w', '87.4', 'µm'),
('synth', 'ys_types', '23', ''),
('die', 'chip_area', '7640', 'µm²'),
('pwr', 'cell_internal_pwr', '1.39', 'mW'),
('critical_path', 'crit_required', '1840', 'ps'),
('sta', 'min_period', '2430', 'ps'),
('critical_path', 'crit_fanout', '10', ''),
('sta', 'timing.final.hold_violations', '0', ''),
('synth', 'edf_count', '48', ''),
('synth', 'ys_seq_share', '69.3', '%'),
('sta', 'relSlewSlack', '60.1', '%'),
('detailed_routing', 'drtPass1Iterations', '4', ''),
('clock_network', 'cts_root_buf', 'sky130_fd_sc_hd__clkbuf_8', ''),
('detailed_routing', 'drt-total-wl', '4090', 'µm'),
('synth', 'synth.yosys.warnings', '3', ''),
('pwr', 'clockPowerShare', '28.4', '%'),
('pwr', 'sw_frac_of_total', '22.7', '%'),
('die', 'coreArea', '6910', 'µm²'),
('sta', 'setup_viol', '3', ''),
('synth', 'synth.most_common_cell', 'sky130_fd_sc_hd__edfxtp_1', ''),
('die', 'initCoreUtil', '31.7', '%'),
('synth', 'flip_flop_and_latch_count_after_synthesis', '51', '');
kinds of logic (layout without fill, tap and decap cells):
kind of cell,after synthesis,in the layout,share of synthesized area [%]
AND-OR/OR-AND,9,9,2.40
buffers and inverters,9,50,2.74
flip-flops,51,51,69.3
multiplexers,21,21,16.1
adder cells (fa/ha/maj),5,5,2.86
AND/OR/NAND/NOR,29,29,6.58
critical path, stage by stage:
cell and delay [ps]:
sky130_fd_sc_hd__dlygate4sd2_1 260, sky130_fd_sc_hd__buf_12 150, sky130_fd_sc_hd__buf_4 130, sky130_fd_sc_hd__nand2b_1 170, sky130_fd_sc_hd__o21ai_0 230, sky130_fd_sc_hd__o22ai_1 150
sky130_fd_sc_hd__buf_4 160, sky130_fd_sc_hd__and2b_1 180, sky130_fd_sc_hd__buf_2 80
final cells by class:
class,count,share of cell area [%]
clock buffer,5,2.51
clock inverter,3,0.868
inverter,5,0.686
multi-input combinational,64,23.0
sequential,51,55.4
tap,96,4.39
timing repair buffer,37,13.1
worst paths after layout:
kind	slack, ps	endpoint	depth (start not counted)	startpoint
min in group clk0	860	Policy_info_Memory.pim[11][0]$_DFFE_PP_	0	plru_update1.plru_bit$_DFF_PN0_
worst min register to register	860	Policy_info_Memory.pim[11][0]$_DFFE_PP_	0	plru_update1.plru_bit$_DFF_PN0_
worst max-delay path	-130	way_select[2]	9	read_addr[2]
max in group asynchronous	1830	plru_update1.plru_bit$_DFF_PN0_	1	rst_n
worst max register to register	340	plru_update2.plru_bit$_DFF_PN0_	7	Policy_info_Memory.pim[4][1]$_DFFE_PP_
worst min-delay path	330	plru_update3.plru_bit$_DFF_PN0_	1	rst_n
placed cells by master (no fill, tap or decap), types with 2 or more instances in the layout:
cell	synthesis	final
sky130_fd_sc_hd__clkbuf_8	0	5
sky130_fd_sc_hd__edfxtp_1	48	48
sky130_fd_sc_hd__nand3b_1	2	2
sky130_fd_sc_hd__clkinvlp_4	0	2
sky130_fd_sc_hd__nand2_1	2	2
sky130_fd_sc_hd__ha_1	5	5
sky130_fd_sc_hd__nor3_1	4	4
sky130_fd_sc_hd__buf_12	1	2
sky130_fd_sc_hd__o22ai_1	6	3
sky130_fd_sc_hd__mux2i_2	0	2
sky130_fd_sc_hd__nor2_1	13	12
sky130_fd_sc_hd__nand2b_1	3	3
sky130_fd_sc_hd__mux2_2	9	9
sky130_fd_sc_hd__dfrtp_1	3	3
sky130_fd_sc_hd__mux4_2	4	9
sky130_fd_sc_hd__buf_6	1	2
sky130_fd_sc_hd__inv_1	5	5
sky130_fd_sc_hd__buf_4	0	14
sky130_fd_sc_hd__o22ai_2	0	3
sky130_fd_sc_hd__clkdlybuf4s50_1	0	12
sky130_fd_sc_hd__buf_2	2	4
metal layers:
layer	vias up	routed length [µm]	track usage, %
met5	-	0	0
met4	0	167	4.17
met3	14	423	6.44
met2	66	1950	19.3
met1	582	1560	13.8
li1	559	-	-
state kept, by name, summed over array words and instances (netlist names):
register,count
Policy_info_Memory.pim,48
plru_update1.plru_bit,1
plru_update2.plru_bit,1
plru_update3.plru_bit,1
timing repair:
| item | 4_1_cts | 5_1_grt |
|---|---|---|
| gates cloned | 1 | 0 |
| setup buffers | 8 | 2 |
| setup endpoints to repair | 4 | 4 |
| pin swaps | 5 | 4 |
| resized | 31 | 7 |
power groups by stage:
stage | sequential [mW] | clock (mW) | combinational, mW
finish | 1.10 | 0.511 | 0.194
global route | 1.10 | 0.564 | 0.211
CTS | 1.10 | 0.520 | 0.181
metrics by stage:
| stage | std cells | instance area [µm²] |
|---|---|---|
| floorplan | 124 | 2190 |
| global placement | 242 | 2530 |
| detailed placement | 242 | 2530 |
| CTS | 259 | 2700 |
| global route | 261 | 2740 |
| finish | 261 | 2740 |
Power is estimated from default activity; no workload was simulated.
