**/design/flow/run.sh**
```bash
#!/bin/bash
# OpenROAD 26Q1-2900-gdf79404cd8, Yosys 0.63+post, stock flow scripts
make -C /OpenROAD-flow-scripts/flow DESIGN_CONFIG=/design/flow/config.mk WORK_HOME=/design/flow/orfs finish
```
**/design/flow/config.mk**
```make
export PLATFORM = sky130hd
export DESIGN_NAME = non_restore_v2
export DESIGN_NICKNAME = non_restore_v2
export VERILOG_FILES = /design/flow/design.v
export SDC_FILE = /design/flow/constraint.sdc
export NUM_CORES = 4
export LEC_CHECK = 1
export CORE_UTILIZATION = 40
```
**/design/flow/constraint.sdc**
```tcl
current_design non_restore_v2

set clk_period 44.7
set clk_io_pct 0.2

create_clock -name clk0 -period $clk_period [get_ports {clk}]

set non_clock_inputs [all_inputs -no_clocks]
set_input_delay [expr $clk_period * $clk_io_pct] -clock clk0 $non_clock_inputs
set_output_delay [expr $clk_period * $clk_io_pct] -clock clk0 [all_outputs]
```
**/design/flow/design.v**
```verilog
`timescale 1ns/1ps
module Div_unit #(
    parameter DATA_WIDTH = 32
)(
    input   [DATA_WIDTH:0]      A, M
,   input   [DATA_WIDTH - 1:0]  Q
,   output  [DATA_WIDTH:0]      A_new
,   output  [DATA_WIDTH - 1:0]  Q_new
);
    wire [DATA_WIDTH:0]     A_tmp;
    wire [DATA_WIDTH - 1:0] Q_tmp;
    assign {A_tmp, Q_tmp}   = {A[DATA_WIDTH-1:0], Q, 1'b0};
    assign A_new            = (A_tmp[DATA_WIDTH] ? A_tmp + M : A_tmp - M);
    assign Q_new            = {Q_tmp[DATA_WIDTH-1:1], (~A_new[DATA_WIDTH])};
endmodule
module DivStageK #(
  parameter W = 32,
  parameter K = 3
)(
  input  [W:0]    A_in
,   input  [W:0]    M_in
,   input  [W-1:0]  Q_in
,   output [W:0]    A_out
,   output [W-1:0]  Q_out
);
  wire [W:0]    A_bus [0:K];
  wire [W-1:0]  Q_bus [0:K];
  assign A_bus[0] = A_in;
  assign Q_bus[0] = Q_in;
  genvar i;
  generate
    for (i = 0; i < K; i = i + 1) begin : G
      Div_unit u_div_unit (
        .A     (A_bus[i]),
        .M     (M_in),
        .Q     (Q_bus[i]),
        .A_new (A_bus[i+1]),
        .Q_new (Q_bus[i+1])
      );
    end
  endgenerate
  assign A_out = A_bus[K];
  assign Q_out = Q_bus[K];
endmodule
`timescale 1ns/1ps
module non_restore_v2 #(
    parameter DATA_WIDTH = 32
)(
    input   clk, rst_n, is_unsigned, valid_input
,   input   [DATA_WIDTH - 1:0] dividend, divisor
,   output  [DATA_WIDTH - 1:0] quotient, remainder
,   output  valid_output
);
    localparam num_reg = 17;
    localparam num_tmp = 17;
    reg [DATA_WIDTH:0]      M [0:num_reg - 1];
    reg [DATA_WIDTH:0]      A [0:num_reg - 1];
    reg [DATA_WIDTH-1:0]    Q [0:num_reg - 1];
    reg [16:0]              hold_valid;
    reg [num_reg-1:0]       sign;
    wire [DATA_WIDTH:0]     A_new[0:num_tmp-1];
    wire [DATA_WIDTH-1:0]   Q_new[0:num_tmp-1];
    wire [DATA_WIDTH:0]     divisor_ex;
    wire sign_a;
    wire sign_b;
    wire [DATA_WIDTH-1:0] abs_a, abs_b;
    wire [DATA_WIDTH:0] M0;
    assign divisor_ex   = (is_unsigned) ? {1'b0, divisor} : {divisor[DATA_WIDTH-1], divisor};
    assign sign_a       = ~is_unsigned & dividend[DATA_WIDTH-1];
    assign sign_b       = ~is_unsigned & divisor [DATA_WIDTH-1];
    assign abs_a        = sign_a ? (~dividend + 1'b1) : dividend;
    assign abs_b        = sign_b ? (~divisor  + 1'b1) : divisor;
    assign M0           = {1'b0, abs_b};
    integer i;
    always @(posedge clk or negedge rst_n) begin
        if (~rst_n) begin
            for (i = 0; i < num_reg; i = i + 1) begin
                Q[i] <= {DATA_WIDTH{1'b0}};
                M[i] <= {(DATA_WIDTH + 1){1'b0}};
                A[i] <= {(DATA_WIDTH + 1){1'b0}};
            end 
            sign        <= {(num_reg){1'b0}};
            hold_valid  <= 17'd0;
        end 
        else begin
            sign    <= {sign[num_reg-2:0], sign_a ^ sign_b};
            hold_valid  <= {hold_valid[15:0], valid_input};
            Q[0]    <= Q_new[0];
            A[0]    <= A_new[0];
            M[0]    <= M0;
            Q[1]    <= Q_new[1];
            A[1]    <= A_new[1];
            M[1]    <= M[0];
            Q[2]    <= Q_new[2];
            A[2]    <= A_new[2];
            M[2]    <= M[1];
            Q[3]    <= Q_new[3];
            A[3]    <= A_new[3];
            M[3]    <= M[2];
            Q[4]    <= Q_new[4];
            A[4]    <= A_new[4];
            M[4]    <= M[3];
            Q[5]    <= Q_new[5];
            A[5]    <= A_new[5];
            M[5]    <= M[4];
            Q[6]    <= Q_new[6];
            A[6]    <= A_new[6];
            M[6]    <= M[5];
            Q[7]    <= Q_new[7];
            A[7]    <= A_new[7];
            M[7]    <= M[6];
            Q[8]    <= Q_new[8];
            A[8]    <= A_new[8];
            M[8]    <= M[7];
            Q[9]    <= Q_new[9];
            A[9]    <= A_new[9];
            M[9]    <= M[8];
            Q[10]   <= Q_new[10];
            A[10]   <= A_new[10];
            M[10]   <= M[9];
            Q[11]   <= Q_new[11];
            A[11]   <= A_new[11];
            M[11]   <= M[10];
            Q[12]   <= Q_new[12];
            A[12]   <= A_new[12];
            M[12]   <= M[11];
            Q[13]   <= Q_new[13];
            A[13]   <= A_new[13];
            M[13]   <= M[12];
            Q[14]   <= Q_new[14];
            A[14]   <= A_new[14];
            M[14]   <= M[13];
            Q[15]   <= Q_new[15];
            A[15]   <= A_new[15];
            M[15]   <= M[14];
            Q[16]   <= Q_new[16];
            A[16]   <= A_new[16];
            M[16]   <= M[15];
        end 
    end 
    wire [DATA_WIDTH-1:0] rem_abs;
    assign rem_abs      = (A[num_reg-1][DATA_WIDTH])    ? A[num_reg-1] + M[num_reg-1]   : A[num_reg-1];
    assign quotient     = (sign[num_reg - 1])           ? ~Q[num_reg - 1] + 1'b1        : Q[num_reg - 1];
    assign remainder    = (sign[num_reg - 1])           ? ~rem_abs + 1'b1               : rem_abs;
    assign valid_output = hold_valid[16];
    Div_unit u_stage_first (
        .A({(DATA_WIDTH + 1){1'b0}}),
        .M(M0),
        .Q(abs_a),
        .A_new(A_new[0]),
        .Q_new(Q_new[0])
    );
    genvar gi;
    generate
        for (gi = 1 ; gi < 16; gi = gi + 1) begin : GEN_STAGES
            DivStageK #(.W(DATA_WIDTH), .K(2)) stg(
                .A_in(A[gi - 1]),
                .M_in(M[gi - 1]),
                .Q_in(Q[gi - 1]),
                .A_out(A_new[gi]),
                .Q_out(Q_new[gi]) 
            );
        end
    endgenerate
    Div_unit u_stage_last (
        .A(A[15]),
        .M(M[15]),
        .Q(Q[15]),
        .A_new(A_new[16]),
        .Q_new(Q_new[16])
    );
endmodule
```
==> flow_summary.toml <==
# synthesis and place-and-route metrics
[outcome]
status = "completed"

[final_timing]
fin_hold_ws_ps = 321
drv_slew = 0
worstMarginPinSlew_ps = 1020
max_slew_margin_pct = 30.3
fin_crit_sh_pct = 33.3
rsz0062_at_grt = "no"
fin_ws_ps = 29790
skew_ps = 39.3
finalHoldViolCount = 0
max_freq_ghz = 0.0671
report.final.setup_viol = 0
layout_min_cycle_time_ps = 14910
setup_tns_ps = 0

[cells_and_area]
finish.instance_area_um2 = 122000
area_growth_pct = 11.6
layout-drive-gt1-share_pct = 4.73

[routing]
vias_per_cell = 5.31
dr.pass1.iters = 6
route.vias.total = 81700
drt_iter0_drc = 4885
drt-wirelength-per-cell_um = 17.6
post-route-drc-count = 0
ant_nets = 0
wl_mm = 270

[cts]
root_buffer = "clkbuf_16"
cts_resized = 0
cts_hold_buf = 0
clkLatencyLatePin_ps = 870
clkSlewWorstSetupHoldPaths_ps = 60
cts_setup_buffers = 0
cts.path.max_buffers = 3
cts_tree = "built"
cts_num_sinks = 1667
cts_max_level = 4
numCtsBuffers = 188

[logic_synthesis]
yosys_cells = 11400
ys_types = 93
edf_count = 0
syn_area_um2 = 109000
largest_area_cell = "dfrtp_1"
synth-main-ff-cell = "dfrtp_1"
postSynthSeqShare_pct = 38.2
top_cell_area_share_pct = 38.2
synth.area.top_cells = "dfrtp_1 (38%), ha_1 (12%), xnor2_1 (9.0%), xor2_1 (6.8%), nor2_1 (4.1%)"
synthArstFlopShare_pct = 100
yosys_area_um2 = 109000
numSynthFlops = 1667
yosys_warnings = 8
netlist_instances = 11400
synth.avg_cell_area_um2 = 9.55

[global_route]
grt_pass1_wl_mm = 438
antenna_found_initial = 19
met3_usage_pct = 2.56
use_met1_pct = 31.7
grt_pass1_vias = 79400
grt_overflow = 0
grt_usage_pct = 20.3
grt_util_met2_pct = 31.6
top_usage_layer = "met1"
grt_max_degree = 146

[setup_path]
cp-end-kind = "output pin"
cp_slowest_stage_delay_ps = 440
cp-start-kind = "register"
crit_chain = "ha_1, fa_1, a211o_1, a21oi_1, a21oi_1, a21o_1, a311o_1, nor4_2, o21ai_1, nor4_4, nand4_1, a211o_1, o21ai_1, xnor3_1, clkdlybuf4s50_1"
cp_max_fo = 5
cp.required_ps = 35760
cpMaxStageDelayCell = "fa_1"
path_class = "reg2out"
r2r_cells = 34
arrival_ps = 5970

[placement]
gp_congestion = 0.925
place_ws_ps = 29700
port_buffers = 132
dp_hpwl_mm = 214
dpl_cell_area_um2 = 115000

[floorplan]
rows = 191
ioPinCount = 133
die_w_um = 525
fp-utilization_pct = 40.3
die_y_um = 525
coreArea_um2 = 271000
die_area_um2 = 275000

[worst_hold_path]
whs_path_depth = 0
hold_path.class = "reg2reg"

[run]
warnings = 76
cap_violations = 0
-- final timing paths --
check                              startpoint                  end  slack (ps)
max                        M[16][0]$_DFF_PN0_        remainder[31]       29790
min                        Q[0][29]$_DFF_PN0_   Q[1][31]$_DFF_PN0_         320
max reg2reg                M[12][2]$_DFF_PN0_   Q[13][0]$_DFF_PN0_       34210
min reg2reg                Q[0][29]$_DFF_PN0_   Q[1][31]$_DFF_PN0_         320
max in group asynchronous               rst_n   Q[5][15]$_DFF_PN0_       32230
min in group asynchronous               rst_n  Q[15][11]$_DFF_PN0_        7970
-- worst max-delay path: cells and delay by family (launching register included) --
kind	cells	cell delay, ps
flip-flops	1	360
AND-OR/OR-AND	8	2350
buffers and inverters	1	410
adder cells (fa/ha/maj)	2	670
XOR/XNOR	1	310
AND/OR/NAND/NOR	3	1020
-- placed cells by master (no fill, tap or decap), types with 124 or more instances in the layout --
master / instances
xnor2_1: 1119
clkbuf_16: 188
nand3_1: 176
ha_1: 1075
nand2b_1: 304
a21oi_1: 850
nor3_1: 338
inv_1: 369
nor2b_1: 129
xor2_1: 845
o21bai_1: 137
a21o_1: 398
clkdlybuf4s50_1: 131
nand2_1: 686
dfrtp_1: 1666
o21ai_0: 466
or3_1: 162
nor2_1: 1186
o21a_1: 124
-- area by class of cell --
| cell class | instances | area [um2] |
|---|---|---|
| fill | 24900 | 149000 |
| multi-input combinational | 9213 | 65500 |
| sequential | 1667 | 41700 |
| clock buffer | 235 | 5180 |
| tap | 3570 | 4470 |
| timing repair buffer | 214 | 2000 |
| clock inverter | 110 | 1660 |
| inverter | 369 | 1390 |
| antenna | 6 | 15.0 |
-- layer usage --
layer,routed length (um),vias up
met5,0,-
met4,5100,0
met3,11300,295
met2,122000,1412
met1,132000,39300
li1,-,40700
-- per-stage QoR --
stage / util (%) / std cells
2_1_floorplan: - / 11400
3_3_place_gp: 42.4 / 15000
3_5_place_dp: 42.4 / 15000
4_1_cts: 44.9 / 15400
5_1_grt: 44.9 / 15400
6_report: 45.0 / 15400
-- synthesized netlist by cell type, drive strengths merged, types with 137 or more instances --
cell / number
a21o: 398
a21oi: 850
clkbuf: 162
dfrtp: 1667
ha: 1075
inv: 369
nand2: 686
nand2b: 304
nand3: 176
nor2: 1186
nor3: 340
o21ai: 474
o21bai: 137
or3: 164
xnor2: 1122
xor2: 850
-- flip-flops by register name, indices dropped and copies added (netlist names) --
register and cells:
A 545, hold_valid 17, M 544, sign 17, Q 544
-- logic make-up after synthesis --
family | after synthesis | share of synthesized area (%)
adder cells (fa/ha/maj) | 1107 | 12.9
buffers and inverters | 563 | 1.97
AND-OR/OR-AND | 2608 | 15.3
multiplexers | 41 | 0.405
XOR/XNOR | 1973 | 15.8
AND/OR/NAND/NOR | 3484 | 15.4
flip-flops | 1667 | 38.2
